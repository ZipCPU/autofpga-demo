==> flow/design.v <==
`default_nettype	none
module	debouncer(i_clk, i_in, o_debounced);
	parameter	NIN=16+5, LGWAIT=17;
	input	wire			i_clk;
	input	wire	[(NIN-1):0]	i_in;
	output	reg	[(NIN-1):0]	o_debounced;
	reg			different, ztimer;
	reg	[(NIN-1):0]	r_in, q_in, r_last;
	reg	[(LGWAIT-1):0]	timer;
	initial	q_in = 0;
	initial	r_in = 0;
	initial	different = 0;
	always @(posedge i_clk)
		q_in <= i_in;
	always @(posedge i_clk)
		r_in <= q_in;
	always @(posedge i_clk)
		r_last <= r_in;
	initial	ztimer = 1'b1;
	initial	timer  = 0;
	always @(posedge i_clk)
		if ((ztimer)&&(different))
		begin
			timer  <= {(LGWAIT) {1'b1} };
			ztimer <= 1'b0;
		end else if (!ztimer)
		begin
			timer  <= timer - 1'b1;
			ztimer <= (timer[(LGWAIT-1):1] == 0);
		end else begin
			ztimer <= 1'b1;
			timer  <= 0;
		end
	always @(posedge i_clk)
		different <= ((different)&&(!ztimer))||(r_in != o_debounced);
	initial	o_debounced = { (NIN) {1'b0} };
	always @(posedge i_clk)
		if (ztimer)
			o_debounced <= r_last;
endmodule
`default_nettype none
module	spio(i_clk, i_wb_cyc, i_wb_stb, i_wb_we, i_wb_data, i_wb_sel,
		o_wb_stall, o_wb_ack, o_wb_data,
		i_sw, i_btn, o_led, o_int);
	parameter	NLEDS=8, NBTN=8, NSW=8;
	input	wire			i_clk;
	input	wire			i_wb_cyc, i_wb_stb, i_wb_we;
	input	wire	[31:0]		i_wb_data;
	input	wire	[3:0]		i_wb_sel;
	output	reg			o_wb_ack;
	output	wire			o_wb_stall;
	output	wire	[31:0]		o_wb_data;
	input	wire	[(NSW-1):0]	i_sw;
	input	wire	[(NBTN-1):0]	i_btn;
	output	reg	[(NLEDS-1):0]	o_led;
	output	reg			o_int;
	reg	[(8-1):0]	r_led;
	wire	[(8-1):0]	w_btn;
	reg	[(8-1):0]	r_sw;
	reg			sw_int;
	reg	[(NBTN-1):0]	last_btn;
	initial	r_led = 0;
	always @(posedge i_clk)
	if ((i_wb_stb)&&(i_wb_we)&&(i_wb_sel[0]))
	begin
		if (!i_wb_sel[1])
			r_led[NLEDS-1:0] <= i_wb_data[(NLEDS-1):0];
		else
			r_led[NLEDS-1:0] <= (r_led[NLEDS-1:0]&(~i_wb_data[(8+NLEDS-1):8]))
				|(i_wb_data[(NLEDS-1):0]&i_wb_data[(8+NLEDS-1):8]);
	end
	debouncer #(NBTN) thedebouncer(i_clk, i_btn, w_btn[(NBTN-1):0]);
	generate if (NBTN < 8)
		assign	w_btn[7:NBTN] = 0;
	endgenerate
	generate if (NSW > 0)
	begin
		reg	[2*NSW-1:0]	sw_pipe;
		initial	r_sw    = 0;
		initial	sw_pipe = 0;
		always @(posedge i_clk)
		begin
			r_sw <= 0;
			{ r_sw[NSW-1:0], sw_pipe } <= { sw_pipe, i_sw };
			sw_int <= (r_sw[NSW-1:0] != sw_pipe[2*NSW-1:NSW]);
		end
	end else begin
		always @(*)
			r_sw = 0;
	end endgenerate
	assign	o_wb_data = { 8'b0, r_sw, w_btn, r_led };
	always @(posedge i_clk)
		last_btn <= w_btn[(NBTN-1):0];
	initial	o_int = 0;
	always @(posedge i_clk)
		o_int <= sw_int || (|((w_btn[(NBTN-1):0])&(~last_btn)));
	always @(*)
		o_led = r_led;
	assign	o_wb_stall = 1'b0;
	initial	o_wb_ack = 1'b0;
	always @(posedge i_clk)
		o_wb_ack <= (i_wb_stb);
	wire	unused;
	assign	unused = &{ 1'b0, i_wb_cyc, i_wb_data, i_wb_sel[3:2] };
endmodule
==> flow/run.sh <==
#!/bin/bash
# OpenROAD 26Q1-2900-gdf79404cd8, Yosys 0.63+post, stock flow scripts
make -C /OpenROAD-flow-scripts/flow DESIGN_CONFIG=/design/flow/config.mk WORK_HOME=/design/flow/orfs finish
==> flow/config.mk <==
export PLATFORM = sky130hd
export DESIGN_NAME = spio
export DESIGN_NICKNAME = spio
export VERILOG_FILES = /design/flow/design.v
export SDC_FILE = /design/flow/constraint.sdc
export NUM_CORES = 4
export LEC_CHECK = 1
export CORE_UTILIZATION = 30
==> flow/constraint.sdc <==
current_design spio

set clk_period 5.1
set clk_io_pct 0.2

create_clock -name clk0 -period $clk_period [get_ports {i_clk}]

set non_clock_inputs [all_inputs -no_clocks]
set_input_delay [expr $clk_period * $clk_io_pct] -clock clk0 $non_clock_inputs
set_output_delay [expr $clk_period * $clk_io_pct] -clock clk0 [all_outputs]
==> results_slide.txt <==
Flow Results at a Glance

Outcome
  • Status: finished, final reports clean

Logic synthesis
  • Dominant flop cell: dfxtp_1
  • # Cells Yosys: 244
  • Post-synth seq share: 67.5%
  • Count of library flops with an enable pin: 16
  • Yosys stat area: 3030 um^2
  • Async S/R FF share, synth: 0%
  • Cells after Synth: 244
  • Ys Warns: 2
  • Cell Area, Synth: 3030 um^2
  • #FFs+latches synth: 94
  • Syn Area/Cell: 12.4 um^2
  • Unique cell types: 35

Timing
  • RSZ-0062 raised after global routing: no
  • Final setup viols: 0
  • Setup_tns: 0 ns
  • Post-route setup slack: 2.79 ns
  • Fin. Hold Viols: 0
  • Clock Skew: 0.00799 ns
  • Max Freq: 0.433 GHz
  • Max-slew headroom: 50.1%
  • Hold_ws: 0.330 ns
  • Max Slew Vio Count: 0
  • Least-Margin Pin Slew: 0.743 ns
  • Tmin final: 2.31 ns
  • Part of the cycle the worst path needs: 45.3%

Place
  • Pre-CTS setup slack: 2.82 ns
  • Cells after DPL: 436
  • Gp weighted congestion: 0.744
  • DP Area: 3800 um^2
  • Post-DP HPWL: 3230 um
  • Buffers on Ports: 70

Clocking
  • Cts hold-fix bufs: 0
  • TritonCTS Sinks: 94
  • Clock tree buffer depth: 2
  • Insertion Delay late pin: 0.35 ns
  • Resize count post-CTS: 0
  • CTS buffer count: 9
  • CTS tree: done
  • Post-CTS setup buffer count: 0
  • Clock tree root driver cell: clkbuf_8
  • Htree depth: 3
  • Reg clk slew, reported paths: 0.08 ns

Finish
  • Synthesis-to-layout area growth: 31.0%
  • Flop area: 2040 um^2
  • Share of cells above drive strength 1: 6.27%
  • Final design utilization: 40.6%
  • Combinational gate area: 801 um^2
  • Non-Filler Instances: 452
  • Fill cell count: 909
  • Finished Cell Area: 3960 um^2

Worst setup path
  • CP max stage cell: clkdlybuf4s50_1
  • CP max stage delay: 0.50 ns
  • Kind of critical path: reg -> out
  • Worst path arrival time: 1.29 ns
  • Critical Path End Type: output port
  • CP Launch Type: register
  • Crit Path Max Fanout: 4
  • Crit-path cells: clkdlybuf4s50_1
  • CP top delay family: buffers and inverters
  • Sum of buffers and inverters on the critical path: 1
  • Req. time, crit path: 4.08 ns

Floorplanning
  • Chip area: 10,500 um^2
  • Die Ht: 102 um
  • Fp util: 31.0%
  • Die Span X: 102 um
  • Cell Rows: 36
  • Core ar.: 9770 um^2
  • Num ports: 99

Routing
  • Vias per cell: 4.00
  • Avg WL per Cell: 10.4 um
  • ANT cells: 0
  • DR vias: 1,810
  • Drc violations: 0
  • 1st-pass router iterations: 4
  • Final WL: 4680 um
  • DR iter-0 viols: 58
  • DRT antenna net count: 0

Power
  • Clock power frac: 33.6%
  • Sw Pwr: 258 uW
  • Int Power: 1.01 mW
  • Pwr Total: 1.27 mW
  • Max VDD drop: 0.206 mV
  • Sequential power share: 61.9%
  • PD cells: 320 nW/um^2
  • P_leak: 1.56 nW
  • Switching share of total power: 20.3%
  • Comb power frac: 4.5%

Job
  • Tool warning count: 44
  • Max-cap violations: 0

Hold path
  • Hold Crit Class: reg -> reg

Global routing
  • Vias in the first global route: 1,787
  • Largest net degree at the start of global routing: 32
  • Initial antenna violation count: 0
  • First-pass GRT wire length: 7860 um
  • Overall Global Routing Usage: 9.81%
  • GRT Residual Overflow: 0
## area by class of cell
| cell class | instances | share of cell area (%) |
|---|---|---|
| Sequential cell | 94 | 51.5 |
| Multi-Input combinational cell | 118 | 20.2 |
| Timing Repair Buffer | 72 | 18.1 |
| Tap cell | 133 | 4.20 |
| Clock buffer | 12 | 3.66 |
| Inverter | 19 | 1.80 |
| Clock inverter | 4 | 0.568 |
## kinds of logic (layout without fill, tap and decap cells)
| family | after synthesis | count (layout) | share of synthesized area, % |
|---|---|---|---|
| xor gates and xnor gates | 26 | 26 | 7.52 |
| buffers and inverters | 40 | 107 | 7.07 |
| and+or+nand+nor | 39 | 39 | 7.32 |
| other | 1 | 9 | 0.124 |
| AOI/OAI and AO/OA | 43 | 43 | 10.1 |
| DFF | 94 | 94 | 67.5 |
| adders and majority gates | 1 | 1 | 0.413 |
## power groups by stage
| stage | registers, mW | clock network, mW | logic [mW] |
|---|---|---|---|
| finish | 0.787 | 0.426 | 0.0572 |
| global route | 0.790 | 0.474 | 0.0630 |
| CTS | 0.787 | 0.444 | 0.0581 |
## worst paths after layout
kind / endpoint / slack (ns) / from / cells after the start
setup / recovery: o_wb_data[11] / 2.79 / thedebouncer.o_debounced[3]$_DFFE_PP_ / 1
hold / removal: thedebouncer.r_in[1]$_DFF_P_ / 0.33 / thedebouncer.q_in[1]$_DFF_P_ / 0
hold reg to reg: thedebouncer.r_in[1]$_DFF_P_ / 0.33 / thedebouncer.q_in[1]$_DFF_P_ / 0
setup reg to reg: thedebouncer.timer[16]$_SDFF_PP1_ / 3.17 / thedebouncer.timer[5]$_SDFF_PP1_ / 4
## sequential cells by signal (all words and copies together), names as in the netlist, named ones only
register,flops
thedebouncer.timer,17
genblk2.sw_pipe,16
last_btn,8
r_sw,8
thedebouncer.o_debounced,8
thedebouncer.q_in,8
thedebouncer.r_in,8
thedebouncer.r_last,8
o_int,1
o_wb_ack,1
sw_int,1
thedebouncer.different,1
thedebouncer.ztimer,1
## cells in the final DEF (no fill, tap or decap), types with 6 or more instances in the layout
cell / count
xnor2_1: 6
a21oi_1: 10
a21boi_0: 8
xor2_1: 20
clkbuf_8: 10
o21a_1: 10
edfxtp_1: 16
nor4_1: 8
conb_1: 9
inv_1: 19
dfxtp_1: 78
nand2_1: 6
clkdlybuf4s50_1: 70
## routing by layer
metal  track usage (%)  wire, um  vias up
met2              14.8      2040       56
met5                 0         0        -
met3              3.41       364        7
met4              1.65        80        0
met1              14.3      2190      803
li1                  -         -      944
## cell usage after synthesis (2+ instances only)
cell	n	area (um^2)
dfxtp_1	78	1560
xor2_1	20	175
inv_1	19	71.3
buf_4	17	128
edfxtp_1	16	480
a21oi_1	10	50.1
o21a_1	10	75.1
a21boi_0	8	60.1
nor4_1	8	50.1
nand2_1	6	22.5
xnor2_1	6	52.6
nor2_1	5	18.8
o31a_1	5	43.8
clkbuf_1	4	15.0
nand3_1	4	20.0
nor3_1	4	20.0
o21ai_0	3	15.0
nand2b_1	2	12.5
nor2b_1	2	12.5
or4_1	2	15.0
Power is estimated from default activity; no workload was simulated.
