### ./design.v
`default_nettype	none
module wbscope #(
		parameter [4:0]			LGMEM = 5'd10,
		parameter			BUSW = 32,
		parameter [0:0]			SYNCHRONOUS=1,
		parameter		 	HOLDOFFBITS = 20,
		parameter [(HOLDOFFBITS-1):0]	DEFAULT_HOLDOFF = ((1<<(LGMEM-1))-4)
	) (
		input	wire			i_data_clk, i_ce, i_trigger,
		input	wire	[(BUSW-1):0]	i_data,
		input	wire			i_wb_clk, i_wb_cyc,
						i_wb_stb, i_wb_we,
		input	wire			i_wb_addr,  
		input	wire	[(BUSW-1):0]	i_wb_data,
		input	wire	[(BUSW/8-1):0]	i_wb_sel,
		output	wire			o_wb_stall, o_wb_ack,
		output	wire	[(BUSW-1):0]	o_wb_data,
		output	wire			o_interrupt
	);
	wire			bus_clock;
	wire			read_from_data;
	wire			write_stb;
	wire			write_to_control;
	reg			read_address;
	wire	[31:0]		i_bus_data;
	reg	[(LGMEM-1):0]	raddr;
	reg	[(BUSW-1):0]	mem[0:((1<<LGMEM)-1)];
	wire		bw_reset_request, bw_manual_trigger,
			bw_disable_trigger, bw_reset_complete;
	reg	[2:0]	br_config;
	reg	[(HOLDOFFBITS-1):0]	br_holdoff;
	wire			dw_reset, dw_manual_trigger, dw_disable_trigger;
	reg			dr_triggered, dr_primed;
	wire			dw_trigger;
	(* ASYNC_REG="TRUE" *) reg	[(HOLDOFFBITS-1):0]	counter;
	reg			dr_stopped;
	reg	[(LGMEM-1):0]	waddr;
	localparam	STOPDELAY = 1;	 
	wire	[(BUSW-1):0]		wr_piped_data;
	wire			bw_stopped, bw_triggered, bw_primed;
	reg			br_wb_ack, br_pre_wb_ack;
	wire			bw_cyc_stb;
	reg	[(LGMEM-1):0]	this_addr;
	reg	[31:0]		nxt_mem;
	wire	[19:0]		full_holdoff;
	reg	[31:0]		o_bus_data;
	wire	[4:0]		bw_lgmem;
	reg			br_level_interrupt;
	assign	bus_clock = i_wb_clk;
	assign	i_bus_data = i_wb_data;
	assign	o_wb_stall = 1'b0;
	assign	read_from_data = (i_wb_stb)&&(!i_wb_we)&&(i_wb_addr);
	assign	write_stb = (i_wb_stb)&&(i_wb_we);
	assign	write_to_control = (write_stb)&&(!i_wb_addr);
	always @(posedge bus_clock)
		read_address <= i_wb_addr;
	initial	br_config = 3'b0;
	initial	br_holdoff = DEFAULT_HOLDOFF;
	always @(posedge bus_clock)
	begin
		if (write_to_control)
		begin
			br_config[1:0] <= {
				i_bus_data[27],
				i_bus_data[26] };
			if (!i_bus_data[31] && br_config[2])
				br_holdoff <= i_bus_data[(HOLDOFFBITS-1):0];
		end
		if (bw_reset_complete)
			br_config[2] <= 1'b1;
		else if (!br_config[2])
			br_config[2] <= 1'b0;
		else if (write_to_control && !i_bus_data[31])
			br_config[2] <= 1'b0;
	end
	assign	bw_reset_request   = (!br_config[2]);
	assign	bw_manual_trigger  = (br_config[1]);
	assign	bw_disable_trigger = (br_config[0]);
	generate
	if (SYNCHRONOUS > 0)
	begin
		assign	dw_reset = bw_reset_request;
		assign	dw_manual_trigger = bw_manual_trigger;
		assign	dw_disable_trigger = bw_disable_trigger;
		assign	bw_reset_complete = bw_reset_request;
	end else begin
		reg		r_reset_complete;
		(* ASYNC_REG = "TRUE" *) reg	[2:0]	q_iflags;
		reg	[2:0]	r_iflags;
		initial	{ q_iflags, r_iflags } = 6'h0;
		initial	r_reset_complete = 1'b0;
		always @(posedge i_data_clk)
		begin
			q_iflags <= { bw_reset_request, bw_manual_trigger, bw_disable_trigger };
			r_iflags <= q_iflags;
			r_reset_complete <= (dw_reset);
		end
		assign	dw_reset = r_iflags[2];
		assign	dw_manual_trigger = r_iflags[1];
		assign	dw_disable_trigger = r_iflags[0];
		(* ASYNC_REG = "TRUE" *) reg	q_reset_complete,
						qq_reset_complete;
		initial	q_reset_complete = 1'b0;
		initial	qq_reset_complete = 1'b0;
		always @(posedge bus_clock)
		begin
			q_reset_complete  <= r_reset_complete;
			qq_reset_complete <= q_reset_complete;
		end
		assign bw_reset_complete = qq_reset_complete;
	end endgenerate
	assign	dw_trigger = (dr_primed)&&(
				((i_trigger)&&(!dw_disable_trigger))
				||(dw_manual_trigger));
	initial	dr_triggered = 1'b0;
	always @(posedge i_data_clk)
	if (dw_reset)
		dr_triggered <= 1'b0;
	else if ((i_ce)&&(dw_trigger))
		dr_triggered <= 1'b1;
	(* ASYNC_REG="TRUE" *) reg	[(HOLDOFFBITS-1):0]	counter;
	initial	dr_stopped = 1'b0;
	always @(posedge i_data_clk)
	if ((!dr_triggered)||(dw_reset))
		dr_stopped <= 1'b0;
	else if (!dr_stopped)
	begin
		if (HOLDOFFBITS > 1)  
			dr_stopped <= (counter >= br_holdoff);
		else if (HOLDOFFBITS <= 1)
			dr_stopped <= ((i_ce)&&(dw_trigger));
	end
	reg	[(LGMEM-1):0]	waddr;
	initial	waddr = {(LGMEM){1'b0}};
	initial	dr_primed = 1'b0;
	always @(posedge i_data_clk)
		if (dw_reset)  
		begin
			waddr <= 0;  
			dr_primed <= 1'b0;
		end else if ((i_ce)&&(!dr_stopped))
		begin
			waddr <= waddr + {{(LGMEM-1){1'b0}},1'b1};
			if (!dr_primed)
			begin
					dr_primed <= (&waddr);
			end
		end
	generate
	if (STOPDELAY == 0)
		assign	wr_piped_data = i_data;
	else if (STOPDELAY == 1)
	begin
		reg	[(BUSW-1):0]	data_pipe;
		always @(posedge i_data_clk)
		if (i_ce)
			data_pipe <= i_data;
		assign	wr_piped_data = data_pipe;
	end else begin
		reg	[(STOPDELAY*BUSW-1):0]	data_pipe;
		always @(posedge i_data_clk)
		if (i_ce)
			data_pipe <= { data_pipe[((STOPDELAY-1)*BUSW-1):0], i_data };
		assign	wr_piped_data = { data_pipe[(STOPDELAY*BUSW-1):((STOPDELAY-1)*BUSW)] };
	end endgenerate
	always @(posedge i_data_clk)
	if ((i_ce)&&(!dr_stopped))
		mem[waddr] <= wr_piped_data;
	generate if (SYNCHRONOUS > 0)
	begin : SYNCHRONOUS_RETURN
		assign	bw_stopped   = dr_stopped;
		assign	bw_triggered = dr_triggered;
		assign	bw_primed    = dr_primed;
	end else begin : ASYNC_STATUS
		(* ASYNC_REG = "TRUE" *) reg	[2:0]	q_oflags;
		reg	[2:0]	r_oflags;
		initial	q_oflags = 3'h0;
		initial	r_oflags = 3'h0;
		always @(posedge bus_clock)
		if (bw_reset_request)
		begin
			q_oflags <= 3'h0;
			r_oflags <= 3'h0;
		end else begin
			q_oflags <= { dr_stopped, dr_triggered, dr_primed };
			r_oflags <= q_oflags;
		end
		assign	bw_stopped   = r_oflags[2];
		assign	bw_triggered = r_oflags[1];
		assign	bw_primed    = r_oflags[0];
	end endgenerate
	assign	bw_cyc_stb = (i_wb_stb);
	initial	br_pre_wb_ack = 1'b0;
	initial	br_wb_ack = 1'b0;
	always @(posedge bus_clock)
	begin
		if ((bw_reset_request)||(write_to_control))
			raddr <= 0;
		else if ((read_from_data)&&(bw_stopped))
			raddr <= raddr + 1'b1;  
		br_pre_wb_ack <= bw_cyc_stb;
		br_wb_ack <= (br_pre_wb_ack)&&(i_wb_cyc);
	end
	assign	o_wb_ack = (i_wb_cyc)&&(br_wb_ack);
	always @(posedge bus_clock)
	if (read_from_data)
		this_addr <= raddr + waddr + 1'b1;
	else
		this_addr <= raddr + waddr;
	always @(posedge bus_clock)
		nxt_mem <= mem[this_addr];
	assign full_holdoff[(HOLDOFFBITS-1):0] = br_holdoff;
	generate if (HOLDOFFBITS < 20)
		assign full_holdoff[19:(HOLDOFFBITS)] = 0;
	endgenerate
	assign		bw_lgmem = LGMEM;
	always @(posedge bus_clock)
	begin
		if (!read_address)  
			o_bus_data <= { bw_reset_request,
					bw_stopped,
					bw_triggered,
					bw_primed,
					bw_manual_trigger,
					bw_disable_trigger,
					(raddr == {(LGMEM){1'b0}}),
					bw_lgmem,
					full_holdoff  };
		else if (!bw_stopped)  
			o_bus_data <= i_data;
		else  
			o_bus_data <= nxt_mem;  
	end
	assign	o_wb_data = o_bus_data;
	initial	br_level_interrupt = 1'b0;
	always @(posedge bus_clock)
	if ((bw_reset_complete)||(bw_reset_request))
		br_level_interrupt<= 1'b0;
	else
		br_level_interrupt<= (bw_stopped)&&(!bw_disable_trigger);
	assign	o_interrupt = (bw_stopped)&&(!bw_disable_trigger)
					&&(!br_level_interrupt);
	wire	unused;
	assign unused = &{ 1'b0, i_bus_data[30:28], i_bus_data[25:0],
			i_wb_sel };
endmodule
### ./run.sh
#!/bin/bash
# OpenROAD 26Q1-2900-gdf79404cd8, Yosys 0.63+post, stock flow scripts
make -C /OpenROAD-flow-scripts/flow DESIGN_CONFIG=/design/flow/config.mk WORK_HOME=/design/flow/orfs finish
### ./config.mk
export PLATFORM = sky130hd
export DESIGN_NAME = wbscope
export DESIGN_NICKNAME = wbscope
export VERILOG_FILES = /design/flow/design.v
export SDC_FILE = /design/flow/constraint.sdc
export NUM_CORES = 4
export LEC_CHECK = 1
export CORE_UTILIZATION = 50
export SYNTH_MEMORY_MAX_BITS = 65536
### ./constraint.sdc
current_design wbscope

set clk_period 1.8
set clk_io_pct 0.2

create_clock -name clk0 -period $clk_period [get_ports {i_data_clk}]
create_clock -name clk1 -period $clk_period [get_ports {i_wb_clk}]

set non_clock_inputs [all_inputs -no_clocks]
set_input_delay [expr $clk_period * $clk_io_pct] -clock clk0 $non_clock_inputs
set_output_delay [expr $clk_period * $clk_io_pct] -clock clk0 [all_outputs]
==> changes_impl.md <==
## Implementation

* Status: completed
* Worst-path clk slew at 0.08 ns
* Synthesized area at 0.00265 sq mm
* Area leader share at 43.8%
* Worst r2r src: waddr[0]
* Synth Seq Share at 68.7%
* Fill cells at 333
* Dpl hpwl at 3.46 mm
* PortBufs at 94
* Worst reg2reg setup slack at 0.36 ns
* Max FO, Critical Path at 1
* Hold_buf cts at 0
* Stages on the worst setup path at 2
* Number of post-CTS setup repair buffers at 0
* Post-Route Setup TNS at 0 ns
* Sw Pwr at 0.904 mW
* Synth Area per Inst at 13.5 sq um
* Worst EP required at 1.44 ns
* Log Warnings at 43
* Number of gates resized after cts at 0
* Worst hold start: i_wb_cyc
* DR DRC count at 0
* Worst EP arrival at 1.20 ns
* Synth warn at 21
* Netlist cell types at 36
* Final ANT Viol Nets at 0
* Layout area overhead at 50.2%
* Hold slack at 0.274 ns
* GPL Wtd Cong at 0.751
* P_leak at 1.55 nW
* Combinational share of power at 11.1%
* DR WL/cell at 13.8 um
* Worst setup EP type: primary output
* Antenna diodes at 0
* Power Total at 4.08 mW
* Crit-path max cell delay at 0.46 ns
* Family with the most delay on the worst path: buffers and inverters
* Internal power at 3.18 mW
* # IOs at 111
* Cell area after placement at 0.00371 sq mm
* Final setup vio count at 0
* Clock power share at 38.3%
* RR Endpoint: waddr[8]
* Global-route wire length before repair at 8.05 mm
* Max_cap viols at 0
* Clock Skews at 0.0110 ns
* Core Footprint at 0.00511 sq mm
* CP startpoint: br_wb_ack
* Synth area leaders: dfxtp_1 (44%), edfxtp_1 (25%), mux2_2 (9.8%), and3_1 (1.9%), and2_1 (1.4%)
* Buf+Inv Stages, Crit Path at 1
* Die Width at 74.8 um
* Flop pwr share at 50.6%
* Final Max Slew Viols at 0
* Register-to-Register Path Depth at 4
* Final hold vios at 0
* Synth area leader: dfxtp_1
* Via density at 4.77
* Total grt overflow at 0
* Finished Core Util at 78.0%
* CTS sink cnt at 80
* Die height at 74.8 um
* CP Class: flop to primary output
* Post-route cell area at 0.00398 sq mm
* Vias in the first global route at 1681
* Ratio of cells with drive above 1 in the final layout at 17.9%
* Initial DRC count at 65
* Top cells by count: dfxtp_1 (58), mux2_2 (23), edfxtp_1 (22)
* Number of enable flip-flop cells at 22
* Hold Crit Class: primary input to flop
* Crit start category: flop
* Count leader, synth: dfxtp_1
* DRT Pass-1 Iters at 4
* Crit-path slowest cell: clkdlybuf4s50_1
* Pre-Place Util at 51.9%
* Unrepaired setup endpoints after global routing: no
* Pin count of the biggest net entering global routing at 30
* Ys flops at 80
* Ys flop type: dfxtp_1
* VDD IR max at 0.945 mV
* Initial antenna violation count at 0
* Net Sw Frac at 22.1%
* Total global-route track usage at 20.4%
* Number of rows created at floorplan at 26
* Detailed Route WL at 5.21 mm
* Yosys synthesis chip area at 0.00265 sq mm
* Power per Cell Area at 1030 mW/mm^2
* CTS tree: done
* FFs w/ async S/R, synth at 0%
* DR vias at 1803
* Yosys cell count at 196
* CP Capture Point: o_wb_ack
* Die area at 0.00560 sq mm
* Mapped Cells at 196
* Worst path cell trace: and2_1 > clkdlybuf4s50_1
-- registers in the layout, summed over array words and instances, names as in the netlist --
name           flops
br_config          3
br_holdoff        20
br_pre_wb_ack      1
br_wb_ack          1
dr_primed          1
dr_triggered       1
o_bus_data        32
raddr             10
read_address       1
waddr             10
-- worst min-delay path by stage --
| stage | end | slack (ns) | cells after the start |
|---|---|---|---|
| 6_report | br_wb_ack | 0.27 | 2 |
| 5_1_grt | br_wb_ack | 0.28 | 2 |
| 4_1_cts | o_bus_data[29] | 0.41 | 2 |
-- layout by cell type, fill, tap and decap left out, types with 4 or more instances in the layout --
master / n
clkdlybuf4s50_1: 93
dfxtp_1: 58
mux2_2: 23
edfxtp_1: 22
clkbuf_8: 15
inv_1: 9
and3_1: 8
nand2_1: 7
and2_1: 6
buf_4: 6
nor2_1: 5
a21oi_1: 5
o21ai_0: 4
-- logic make-up after synthesis --
group | Yosys count | synth area share [%]
mux | 23 | 9.77
other cells | 1 | 0.141
fa+ha+maj | 3 | 1.42
buf+inv | 20 | 3.78
flops | 80 | 68.7
compound gates | 17 | 4.06
xor+xnor | 4 | 1.32
simple gates | 48 | 10.8
-- through the flow --
step                setup slack [ns]  cells
floorplan                     0.0329    197
global placement             -0.0408    358
detailed placement           -0.0592    358
CTS                           0.0139    378
global route                   0.196    378
finish                         0.239    378
-- power by group through the flow --
stage	Clock, mW	Sequential [mW]	Combinational (mW)
4_1_cts	1.59	2.07	0.460
5_1_grt	1.69	2.08	0.495
6_report	1.56	2.07	0.454
-- layout make-up --
| class | count | area, sq um | share of cell area (%) |
|---|---|---|---|
| clock buffer | 15 | 206 | 5.19 |
| clock inverter | 5 | 58.8 | 1.48 |
| inverter | 9 | 33.8 | 0.849 |
| multi-input combinational | 97 | 744 | 18.7 |
| sequential | 80 | 1820 | 45.8 |
| tap | 70 | 87.6 | 2.20 |
| timing repair buffer | 102 | 1030 | 25.8 |
-- layer usage --
| layer | vias up | track usage, % | part of all wire, % |
|---|---|---|---|
| li1 | 896 | - | - |
| met1 | 831 | 35.2 | 49 |
| met2 | 67 | 28.6 | 41 |
| met3 | 9 | 5.56 | 7.9 |
| met4 | 0 | 3.35 | 1.7 |
| met5 | - | 0 | 0 |
-- worst register-to-register path, delay by kind of cell, from the launching register on --
kind                       cells  cell delay, ns
AOI/OAI and AO/OA              1            0.14
adders and majority gates      1            0.22
and+or+nand+nor                1            0.51
buffers and inverters          1            0.10
DFF                            1            0.41
Power figures rest on the tool's default switching activity, not on a simulated workload.
