==> design/flow/design.v <==
`default_nettype	none
module rxuartlite #(
		parameter			TIMER_BITS = 10,
		parameter  [(TIMER_BITS-1):0]	CLOCKS_PER_BAUD = 868,	 
		localparam			TB = TIMER_BITS,
		localparam [3:0]	RXUL_BIT_ZERO  = 4'h0,
		localparam [3:0]	RXUL_BIT_ONE   = 4'h1,
		localparam [3:0]	RXUL_BIT_TWO   = 4'h2,
		localparam [3:0]	RXUL_BIT_THREE = 4'h3,
		localparam [3:0]	RXUL_BIT_FOUR  = 4'h4,
		localparam [3:0]	RXUL_BIT_FIVE  = 4'h5,
		localparam [3:0]	RXUL_BIT_SIX   = 4'h6,
		localparam [3:0]	RXUL_BIT_SEVEN = 4'h7,
		localparam [3:0]	RXUL_STOP      = 4'h8,
		localparam [3:0]	RXUL_WAIT      = 4'h9,
		localparam [3:0]	RXUL_IDLE      = 4'hf
	) (
		input	wire		i_clk,
		input	wire		i_uart_rx,
		output	reg		o_wr,
		output	reg	[7:0]	o_data
	);
	wire	[(TB-1):0]	half_baud;
	reg	[3:0]		state;
	assign	half_baud = { 1'b0, CLOCKS_PER_BAUD[(TB-1):1] };
	reg	[(TB-1):0]	baud_counter;
	reg			zero_baud_counter;
	reg			q_uart, qq_uart, ck_uart;
	reg	[(TB-1):0]	chg_counter;
	reg			half_baud_time;
	reg	[7:0]		data_reg;
	initial	q_uart  = 1'b1;
	initial	qq_uart = 1'b1;
	initial	ck_uart = 1'b1;
	always @(posedge i_clk)
		{ ck_uart, qq_uart, q_uart } <= { qq_uart, q_uart, i_uart_rx };
	initial	chg_counter = {(TB){1'b1}};
	always @(posedge i_clk)
	if (qq_uart != ck_uart)
		chg_counter <= 0;
	else if (chg_counter != { (TB){1'b1} })
		chg_counter <= chg_counter + 1;
	initial	half_baud_time = 0;
	always @(posedge i_clk)
		half_baud_time <= (!ck_uart)&&(chg_counter >= half_baud-1'b1-1'b1);
	initial	state = RXUL_IDLE;
	always @(posedge i_clk)
	if (state == RXUL_IDLE)
	begin  
		state <= RXUL_IDLE;
		if ((!ck_uart)&&(half_baud_time))
			state <= RXUL_BIT_ZERO;
	end else if ((state >= RXUL_WAIT)&&(ck_uart))
		state <= RXUL_IDLE;
	else if (zero_baud_counter)
	begin
		if (state <= RXUL_STOP)
			state <= state + 1;
	end
	always @(posedge i_clk)
	if ((zero_baud_counter)&&(state != RXUL_STOP))
		data_reg <= { qq_uart, data_reg[7:1] };
	initial	o_wr = 1'b0;
	initial	o_data = 8'h00;
	always @(posedge i_clk)
	if ((zero_baud_counter)&&(state == RXUL_STOP)&&(ck_uart))
	begin
		o_wr   <= 1'b1;
		o_data <= data_reg;
	end else
		o_wr   <= 1'b0;
	initial	baud_counter = 0;
	always @(posedge i_clk)
	if (((state==RXUL_IDLE))&&(!ck_uart)&&(half_baud_time))
		baud_counter <= CLOCKS_PER_BAUD-1'b1;
	else if (state == RXUL_WAIT)
		baud_counter <= 0;
	else if ((zero_baud_counter)&&(state < RXUL_STOP))
		baud_counter <= CLOCKS_PER_BAUD-1'b1;
	else if (!zero_baud_counter)
		baud_counter <= baud_counter-1'b1;
	initial	zero_baud_counter = 1'b1;
	always @(posedge i_clk)
	if ((state == RXUL_IDLE)&&(!ck_uart)&&(half_baud_time))
		zero_baud_counter <= 1'b0;
	else if (state == RXUL_WAIT)
		zero_baud_counter <= 1'b1;
	else if ((zero_baud_counter)&&(state < RXUL_STOP))
		zero_baud_counter <= 1'b0;
	else if (baud_counter == 1)
		zero_baud_counter <= 1'b1;
endmodule
==> design/flow/run.sh <==
#!/bin/bash
# OpenROAD 26Q1-2900-gdf79404cd8, Yosys 0.63+post, stock flow scripts
make -C /OpenROAD-flow-scripts/flow DESIGN_CONFIG=/design/flow/config.mk WORK_HOME=/design/flow/orfs finish
==> design/flow/config.mk <==
export PLATFORM = sky130hd
export DESIGN_NAME = rxuartlite
export DESIGN_NICKNAME = rxuartlite
export VERILOG_FILES = /design/flow/design.v
export SDC_FILE = /design/flow/constraint.sdc
export NUM_CORES = 4
export LEC_CHECK = 1
export CORE_UTILIZATION = 30
==> design/flow/constraint.sdc <==
current_design rxuartlite

set clk_period 2.1
set clk_io_pct 0.2

create_clock -name clk0 -period $clk_period [get_ports {i_clk}]

set non_clock_inputs [all_inputs -no_clocks]
set_input_delay [expr $clk_period * $clk_io_pct] -clock clk0 $non_clock_inputs
set_output_delay [expr $clk_period * $clk_io_pct] -clock clk0 [all_outputs]
==> results.json <==
{
  "crit_type": "flop to flop",
  "drv_slew": 0,
  "synth-area-yosys_um2": 1990,
  "detailroute.via_count": 1333,
  "cts_resized": 0,
  "finalHoldViolCount": 0,
  "wirelength_um": 3000,
  "detail_route.drc_violations": 0,
  "worst_ir_drop_vdd_mv": 0.559,
  "reg2reg_depth": 4,
  "total_power_uw": 2850,
  "setup_slack_ns": 0.309,
  "max_clock_freq_ghz": 0.558,
  "wl_per_cell_um": 10.5,
  "cp-end-kind": "flop",
  "top_cells_by_count": "sky130_fd_sc_hd__dfxtp_1, sky130_fd_sc_hd__nor2_1, sky130_fd_sc_hd__edfxtp_1, sky130_fd_sc_hd__inv_1, sky130_fd_sc_hd__a21oi_1",
  "grt_setup_unrepaired": "no",
  "gp_congestion": 0.849,
  "die-height_um": 83.4,
  "reg2reg_setup_slack_ns": 0.31,
  "yosys.area.top_type": "sky130_fd_sc_hd__edfxtp_1",
  "cts-htree-levels": 2,
  "hold_buffers": 0,
  "clkSinkCount": 46,
  "syn_to_final_growth_pct": 15.2,
  "regToRegEndpoint": "state[2]$_DFFE_PP_",
  "yosysWarnings": 1,
  "seq_area_um2": 1120,
  "worst_hold_slack_ns": 0.335,
  "most_frequently_used_cell_type_in_the_post_synthesis_netlist": "sky130_fd_sc_hd__dfxtp_1",
  "design.die.area_um2": 6950,
  "timing.max_cap.violations": 0,
  "maximum_cell_stage_delay_along_the_critical_path_ns": 0.45,
  "layout-drive-gt1-share_pct": 6.25,
  "cts_made_buffers": 5,
  "routed_via_density": 4.68,
  "timing.rr.start": "state[0]$_DFFE_PP_",
  "num-fill-cells": 632,
  "syn_area_um2": 1990,
  "synth-cells-yosys": 192,
  "port_buffers": 10,
  "grt_first_pass_wirelength_um": 5290,
  "std_cell_rows": 29,
  "ctsRootBufferMaster": "sky130_fd_sc_hd__clkbuf_8",
  "final_period_minus_worst_setup_slack_ns": 1.79,
  "syn_avg_cell_area_um2": 10.3,
  "multi_input_comb_area_um2": 783,
  "slew_hr_pct": 64.5,
  "synth-async-reset-ratio_pct": 0,
  "slew_at_the_pin_closest_to_its_max_slew_limit_ns": 0.528,
  "run_status": "finished, final reports clean",
  "place.detailed.hpwl_um": 2100,
  "timing.hold.worst.class": "flop to flop",
  "enable_flop_cells": 20,
  "crit_start": "state[0]$_DFFE_PP_",
  "grt_pass1_vias": 1179,
  "finalSetupViolCount": 0,
  "ys_dominant_reg_cell": "sky130_fd_sc_hd__dfxtp_1",
  "antenna_left": 0,
  "critical_path_cell_count": 4,
  "timing.final.crit_share_pct": 85.3,
  "postCtsSetupRepairBufs": 0,
  "cp.required_ns": 2.11,
  "topCellsByArea": "sky130_fd_sc_hd__edfxtp_1, sky130_fd_sc_hd__dfxtp_1, sky130_fd_sc_hd__ha_1",
  "skew_ns": 0.00785,
  "cp-endpoint": "state[2]$_DFFE_PP_",
  "cts_max_path_buffers": 2,
  "setup_tns_ns": 0,
  "critical-path-slowest-cell": "sky130_fd_sc_hd__edfxtp_1",
  "cts_tree": "built",
  "preCtsSetupSlack_ns": 0.330,
  "grt_overflow_total": 0,
  "timing.critical_path.arrival_ns": 1.80,
  "io_pins": 11,
  "worstPathBufferInverterCount": 0,
  "postSynthSeqShare_pct": 56.4,
  "diodes": 0,
  "clock_latency_ns": 0.30,
  "dieWidth_um": 83.4,
  "initial_utilization_pct": 31.1,
  "grtUsageTotal_pct": 9.47,
  "finish.utilization_pct": 35.8,
  "critical-path-top-delay-family": "flip-flops",
  "core_um2": 6390,
  "synthesis.instances": 192,
  "grt_start_max_net_pins": 19,
  "grt_antenna_before_repair": 0,
  "yosysUniqueCellTypes": 40,
  "critical_path_peak_fanout": 5,
  "worstSetupStartpointType": "flop",
  "yosysTopAreaCellShare_pct": 30.2,
  "power.density_nw_per_um2": 1250,
  "warning_count": 31,
  "power.leakage_uw": 0.000830,
  "detailedRoute.firstIterationViolations": 55,
  "clk_transition_reported_paths_ns": 0.09,
  "top_regs": "baud_counter x10, chg_counter x10",
  "count_of_tritonroute_iterations_in_the_first_routing_pass": 4,
  "ys_seq_elements": 46,
  "path_cells": "ha_1 -> and2_1 -> o21ai_0 -> nand2_1"
}
## report_power, final
group          internal, uW  leakage (uW)  switching (uW)
combinational           355      0.000375             407
clock                   357     0.0000585             302
sequential             1190      0.000396             242
total                  1900      0.000830             951
## cell usage in the layout, fill, tap and decap left out, drive strengths merged, types with 2 or more instances in the layout
| master | count |
|---|---|
| a21oi | 15 |
| and2 | 2 |
| and3 | 2 |
| buf | 2 |
| clkbuf | 5 |
| clkdlybuf4s50 | 10 |
| dfxtp | 26 |
| edfxtp | 20 |
| ha | 8 |
| inv | 17 |
| mux2i | 2 |
| nand2 | 10 |
| nand2b | 2 |
| nand3 | 7 |
| nand4 | 2 |
| nor2 | 24 |
| nor2b | 3 |
| nor3 | 8 |
| nor3b | 2 |
| nor4 | 4 |
| o21ai | 5 |
| o22ai | 3 |
| o31a | 2 |
| or2 | 2 |
| or3 | 3 |
| or4 | 3 |
| xnor2 | 6 |
| xor2 | 2 |
## worst min-delay path by stage
stage	startpoint	slack [ns]	cells after the start	end
finish	q_uart$_DFF_P_	0.33	0	qq_uart$_DFF_P_
global route	q_uart$_DFF_P_	0.35	0	qq_uart$_DFF_P_
CTS	q_uart$_DFF_P_	0.34	0	qq_uart$_DFF_P_
## metrics by stage
| step | instance area [um2] | instances |
|---|---|---|
| 6_report | 2290 | 285 |
| 5_1_grt | 2290 | 285 |
| 4_1_cts | 2290 | 285 |
| 3_5_place_dp | 2180 | 277 |
| 3_3_place_gp | 2180 | 277 |
| 2_1_floorplan | 1990 | 192 |
## cell families (layout without fill, tap and decap cells)
| kind of cell | Yosys count | count (layout) | share of synthesized area [%] |
|---|---|---|---|
| AND-OR/OR-AND | 33 | 33 | 10.1 |
| XOR/XNOR | 8 | 8 | 3.53 |
| adder cells (fa/ha/maj) | 8 | 8 | 5.04 |
| buffers and inverters | 20 | 36 | 4.16 |
| flip-flops | 46 | 46 | 56.4 |
| multiplexers | 2 | 2 | 1.01 |
| AND/OR/NAND/NOR | 75 | 75 | 19.8 |
## metal layers
layer  track usage [%]  routed length [um]  up-vias
met2              13.6                1210       23
met5                 0                   0        -
met1              14.6                1600      602
met3              3.23                 127        5
met4              1.72                  55        0
li1                  -                   -      703
## area by class of cell
type                       instances  area share, %
tap                               77           4.21
inverter                          16           2.62
timing repair buffer              12           5.03
clock buffer                       5           3.01
multi-input combinational        126           34.2
clock inverter                     3           1.91
sequential                        46           49.0
No activity file was given, so power comes from the tool's default toggle rates.
